### design/flow/design.v
module control(
	input wire clk,
	input wire servo_0_speed_write_en,
	input wire servo_1_speed_write_en,
	input wire[32'd7: 32'd0] servo_0_speed,
	input wire[32'd7: 32'd0] servo_1_speed,
	input wire[32'd2: 32'd0] servo_0_step,
	input wire[32'd2: 32'd0] servo_1_step,
	output wire PWM_OUT_0,
	output wire PWM_OUT_1
);
wire[32'd31: 32'd0] servo_0_duty_val;
wire[32'd31: 32'd0] servo_1_duty_val;
wire servo_0_val_en;
wire servo_1_val_en;
PWM_Generator servo_0 (clk, servo_0_duty_val, servo_0_val_en, 32'd999985, PWM_OUT_0);  
PWM_Generator servo_1 (clk, servo_1_duty_val, servo_1_val_en, 32'd999980, PWM_OUT_1);
wire[32'd7: 32'd0] neg_servo_1_speed = 8'd255 - servo_1_speed;
reg [32'd31: 32'd0]counter = 0;
reg reg_servo_1_en;
reg reg_servo_0_en;
assign servo_0_val_en = reg_servo_0_en;
assign servo_1_val_en = reg_servo_1_en;
initial begin
	reg_servo_0_en <= 1'b1;
	reg_servo_1_en <= 1'b1;
end
reg[32'd31: 32'd0] reg_servo_0_duty;
reg[32'd31: 32'd0] reg_servo_1_duty;
assign servo_0_duty_val = reg_servo_0_duty;
assign servo_1_duty_val = reg_servo_1_duty;
always @(posedge clk) begin
		reg_servo_0_duty <= 
								servo_0_speed_write_en ? 
				32'd50000 + (servo_0_speed * 32'd50000/32'd256) : 
				(reg_servo_0_duty - 32'd781 + ((servo_0_step * 32'd50000)/32'd256)  > 32'd9999985/32'd10) ? 
								32'd9999985/32'd10 :
								(servo_0_speed_write_en ?
				32'd50000 + ((servo_0_speed * 32'd50000)/32'd256) :
				(reg_servo_0_duty - 32'd781 + ((servo_0_step * 32'd50000)/32'd256) ) < 32'd9999985/32'd20) ? 
								32'd9999985/32'd20 : 
								(servo_0_speed_write_en ?
				32'd50000 + ((servo_0_speed * 32'd50000)/32'd256) : counter == 1'b0 ?
				reg_servo_0_duty - 32'd781 + ((servo_0_step * 32'd50000)/32'd256) :
				reg_servo_0_duty);
		reg_servo_1_duty <= 
								servo_1_speed_write_en ? 
				32'd50000 + (neg_servo_1_speed * 32'd50000/256) : 
				(reg_servo_1_duty - 32'd781 + ((servo_1_step * 32'd50000)/256)  > 32'd9999985/32'd10) ? 
								32'd9999985/32'd10 :
								(servo_1_speed_write_en ?
				32'd50000 + ((neg_servo_1_speed * 32'd50000)/256) :
				(reg_servo_1_duty - 32'd781 + ((servo_1_step * 32'd50000)/256) ) < 32'd9999985/32'd20) ? 
								32'd9999985/32'd20 : 
								(servo_1_speed_write_en ?
				32'd50000 + ((neg_servo_1_speed * 32'd50000)/256) : counter == 1'b0 ?
				reg_servo_1_duty - 32'd781 + ((servo_1_step * 32'd50000)/256) :
				reg_servo_1_duty);
	counter <= counter + 32'd1;
	if (counter >= 32'd9999985) begin
		counter <= 1'b0;
	end
end
endmodule
module drive(
	input wire clk,
	input wire[32'd5: 32'd0] input_0,
	input wire[32'd5: 32'd0] input_1,
	output wire PWM_OUT_0,
	output wire PWM_OUT_1
	);
wire power = 1'b0;
wire image_mode = 1'b0;
wire servo_0_speed_write_en;
wire servo_1_speed_write_en;
wire [32'd7: 32'd0]servo_0_speed;
wire [32'd7: 32'd0]servo_1_speed;
wire [32'd2: 32'd0]servo_0_step;
wire [32'd2: 32'd0]servo_1_step;
control robot(clk,
	servo_0_speed_write_en,
	servo_1_speed_write_en,
	servo_0_speed,
	servo_1_speed,
	servo_0_step,
	servo_1_step,
	PWM_OUT_0,
	PWM_OUT_1
);
reg reg_servo_0_speed_write_en;
reg reg_servo_1_speed_write_en;
reg [32'd7: 32'd0]reg_servo_0_speed;
reg [32'd7: 32'd0]reg_servo_1_speed;
reg [32'd2: 32'd0]reg_servo_0_step;
reg [32'd2: 32'd0]reg_servo_1_step;
assign servo_0_speed_write_en = reg_servo_0_speed_write_en;
assign servo_1_speed_write_en = reg_servo_1_speed_write_en;
assign servo_0_speed = reg_servo_0_speed;
assign servo_1_speed = reg_servo_1_speed;
assign servo_0_step = reg_servo_0_step;
assign servo_1_step = reg_servo_1_step;
initial begin
	reg_servo_0_speed_write_en <= 1'b1;
	reg_servo_1_speed_write_en <= 1'b1;
	reg_servo_0_speed <= 8'd140; 
	reg_servo_1_speed <= 8'd116;  
end
always @(posedge clk) begin
	if (image_mode) begin  
		reg_servo_0_speed_write_en <= 1'b0;  
		reg_servo_1_speed_write_en <= 1'b0;
		if (input_0 !== 6'd0) begin  
			reg_servo_0_step <= input_0[32'd5:32'd3];  
			reg_servo_1_step <= 3'd7 - input_0[32'd5:32'd3]; 
		end 
	end else begin  
		reg_servo_0_speed_write_en <= 1'b1;
		reg_servo_1_speed_write_en <= 1'b1;
		reg_servo_0_speed <= (8'd4 * input_1) + (8'd1 * input_0 - 8'd31); 
		reg_servo_1_speed <= (8'd4 * input_1) - (8'd1 * input_0 - 8'd31);
	end
	if (~power) begin  
		reg_servo_0_speed_write_en <= 1'b1;
		reg_servo_1_speed_write_en <= 1'b1;
		reg_servo_0_speed <= 8'd128;
		reg_servo_1_speed <= 8'd128;
		reg_servo_0_step <= 3'd0;
		reg_servo_1_step <= 3'd0;
	end
end
endmodule
module PWM_Generator
 (
    input wire clk,  
    input wire [32'd31:32'd0] duty_val,  
    input wire val_en,  
	 input wire[31:0] MAX_DUTY,  
    output wire PWM_OUT  
);
 reg[32'd31:0] counter_PWM;
 reg[32'd31:0] reg_duty;
initial begin 
	counter_PWM = 32'd0;
end
reg reg_PMW_OUT;
assign PWM_OUT = reg_PMW_OUT;
always @(posedge clk) begin
   if (val_en)
       reg_duty <= duty_val;  
	reg_PMW_OUT <= counter_PWM < reg_duty;  
   counter_PWM <= counter_PWM + 32'b1;  
   if(counter_PWM >= MAX_DUTY) 
       counter_PWM <= 32'b0;  
end
endmodule
### design/flow/run.sh
#!/bin/bash
# OpenROAD 26Q1-2900-gdf79404cd8, Yosys 0.63+post, stock flow scripts
make -C /OpenROAD-flow-scripts/flow DESIGN_CONFIG=/design/flow/config.mk WORK_HOME=/design/flow/orfs finish
### design/flow/config.mk
export PLATFORM = sky130hd
export DESIGN_NAME = drive
export DESIGN_NICKNAME = drive
export VERILOG_FILES = /design/flow/design.v
export SDC_FILE = /design/flow/constraint.sdc
export NUM_CORES = 4
export LEC_CHECK = 1
export CORE_UTILIZATION = 40
### design/flow/constraint.sdc
current_design drive

set clk_period 3.4
set clk_io_pct 0.2

create_clock -name clk0 -period $clk_period [get_ports {clk}]

set non_clock_inputs [all_inputs -no_clocks]
set_input_delay [expr $clk_period * $clk_io_pct] -clock clk0 $non_clock_inputs
set_output_delay [expr $clk_period * $clk_io_pct] -clock clk0 [all_outputs]
==> run notes <==
run metrics: status complete, no violations, Placed Instances 562, Worst Reg2Reg Path Length in Cells 9, Die W 102 µm, Primary FF master, synth dfxtp_1, period utilization 0.689, Post-DRT Antenna Nets 0, postcts setup bufs 0, clk sinks 94, largest net degree at the start of global routing 21, Worst VDD drop 230 µV, endpoints failing hold 0, via count 2600, area delta synth->final 12.4%, Synthesized registers 94, initial antenna violation count 0, ys cells 408, GRT Residual Overflow 0, cts repair resizes 0, total wire length 5870 µm, Seq/Total Area, Yosys 0.470, Pwr Density 487 mW/mm², crit path launch type flip-flop, die area 0.0104 mm², worst path required time 3.64 ns, syn avg cell area 9.81 µm², Netlist Area Pre-Place 0.00400 mm², Cell Type Count 45, logic area 0.00203 mm², GRT Util Overall 0.131, Worst setup endpoint robot.reg_servo_1_duty[12], FP Util 0.411, Placement Setup Slack 1.05 ns, post-synthesis cell count 408, WL per Instance 10.2 µm, Antenna diodes 0, actual slew at the worst max-slew pin 0.527 ns, Flop area 0.00188 mm², Final Setup Violations 0, Detailed Place HPWL 4220 µm, reg-to-reg endpoint robot.reg_servo_1_duty[12], Syn. warnings 3, clock skew 0.00983 ns, number of synthesized flops with an enable pin 0, Slew HR 0.645, initial DRC count 55, GP Congestion 0.878, first-pass GRT wire length 10800 µm, drt pass-1 iters 6, Core Util, Final 0.462, clk slew on worst S/H paths 0.09 ns, Setup TNS Final 0 ns, max_cap viols 0, final slew viol count 0, Port Buffers 2, Crit. End Element flip-flop, arrival time at the worst endpoint 2.58 ns, area of placed instances 0.00425 mm², clock root cell clkbuf_8, CP max FO 6, Via density 4.50, H-tree depth 3, count of tool warnings 48, Die Height 102 µm, Max Freq 0.427 GHz, Leak Pwr 1.81 nW, clk latency late pin 0.36 ns, RSZ-0062 raised after global routing false, clock buffer count from CTS 9, CTS tree done, share of cells above drive strength 1 0.103, yosys synthesis chip area 0.00400 mm², final instance area 0.00450 mm², fillers 910, min Tclk post-route 2.34 ns, number of global-route vias before repair 2447, Max clock buf depth 2, Rows 36, Layout Cells excl Fill 578, hold crit path type reg -> reg, critical setup path kind reg -> reg, final worst setup slack 1.06 ns, Worst R2R Start reg_servo_0_speed[2], I/O pins 15, Critical Path Start reg_servo_0_speed[2], Worst R2R Setup Slack 1.06 ns, core area 0.00973 mm², hold_buf cts 0, share of async-settable or async-resettable flops after synthesis 0, # DRC 0
## metrics by stage
| step | total power, mW | hold WS [ns] |
|---|---|---|
| global route | 2.30 | 0.331 |
| CTS | 2.22 | 0.333 |
| finish | 2.19 | 0.329 |
| floorplan | 1.32 | 0.310 |
| detailed placement | 1.35 | 0.312 |
| global placement | 1.34 | 0.312 |
## cells in the final DEF (no fill, tap or decap), types with 2 or more instances in the layout
cell             count
or4_1                2
o211ai_1             2
nor2_1              29
conb_1              26
o21ai_0              2
xnor2_1             22
nor2b_1              2
inv_1               35
nor2_2              19
bufinv_16            3
clkbuf_8             9
a21oi_1             17
dfxtp_1             94
nor4_2               3
clkdlybuf4s50_1      2
and3_1               5
nand3_1             14
xor2_1              22
nor4_1              10
nand4_1             12
nor3_1              10
nand2b_1             2
or2_2                2
buf_4                3
nand2_1             22
a31oi_1              2
o21ai_1              6
and4_1               4
and2_1               3
a21o_1               4
ha_1                39
## layout make-up
type	instances	area share
Clock buffer	9	0.0275
Clock inverter	7	0.0267
Inverter	35	0.0292
Multi-Input combinational cell	295	0.452
Sequential cell	94	0.418
Tap cell	133	0.0370
Timing Repair Buffer	5	0.00946
## cells by family (layout without fill, tap and decap cells)
| kind of cell | Yosys count | after routing | synth area share |
|---|---|---|---|
| and+or+nand+nor | 143 | 143 | 0.197 |
| DFF | 94 | 94 | 0.470 |
| xor gates and xnor gates | 44 | 44 | 0.0963 |
| AOI/OAI and AO/OA | 43 | 43 | 0.0679 |
| buffers and inverters | 43 | 56 | 0.0444 |
| adders and majority gates | 39 | 39 | 0.122 |
| other | 2 | 26 | 0.00188 |
## state kept, by name (all words and copies together), names as in the netlist
signal / count
reg_servo_0_speed: 1
reg_servo_1_speed: 1
robot.reg_servo_0_duty: 2
robot.reg_servo_1_duty: 11
robot.servo_0.counter_PWM: 32
robot.servo_0.reg_PMW_OUT: 1
robot.servo_0.reg_duty: 2
robot.servo_1.counter_PWM: 32
robot.servo_1.reg_PMW_OUT: 1
robot.servo_1.reg_duty: 11
## how the worst min path moves through the flow
stage	from	end	slack [ns]	depth (start not counted)
final	robot.reg_servo_1_duty[13]	robot.servo_1.reg_duty[13]	0.33	0
after global routing	robot.reg_servo_1_duty[13]	robot.servo_1.reg_duty[13]	0.33	0
after CTS	robot.reg_servo_1_duty[14]	robot.servo_1.reg_duty[14]	0.33	0
## worst max-delay path, cell delays in order, from the launching register on
cell and delay, ns:
dfxtp_1 0.31, inv_1 0.16, ha_1 0.25, inv_1 0.08, ha_1 0.30, ha_1 0.36
o211ai_1 0.11, a311oi_1 0.41, nor3_1 0.11, xnor2_1 0.14
## layer usage
metal  routed length, µm  GRT usage  vias up
met2                2430      0.200       21
met3                 162     0.0153       11
met1                3140      0.206     1149
met5                   0          0        -
li1                    -          -     1419
met4                 130     0.0242        0
## Yosys cell counts (2+ instances only)
master	instances	area [µm²]
buf_6	2	22.5
o21ai_0	2	10.0
or2_2	2	12.5
nor4_2	3	37.5
a21oi_1	17	85.1
nor2_1	29	109
and3_1	5	31.3
nor2_2	19	119
xor2_1	22	193
o211ai_1	2	15.0
ha_1	39	488
and4_1	4	35.0
dfxtp_1	94	1880
clkbuf_1	4	15.0
a21o_1	4	30.0
or4_1	2	15.0
xnor2_1	22	193
o21ai_1	6	30.0
nand3_1	14	70.1
a31oi_1	2	12.5
and2_1	3	18.8
nand4_1	12	75.1
nand2_1	22	82.6
nor3_1	10	50.1
nor4_1	10	62.6
nor2b_1	2	12.5
nand2b_1	2	12.5
conb_1	2	7.51
inv_1	35	131
## report_power, final
group / switching [mW] / internal (mW) / leakage [nW]
logic: 0.0734 / 0.0593 / 0.909
clock network: 0.381 / 0.491 / 0.120
registers: 0.0152 / 1.17 / 0.776
Power and IR drop assume default switching activity.
